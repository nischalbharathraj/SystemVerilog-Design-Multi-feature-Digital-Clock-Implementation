==> flow/run.sh <==
#!/bin/bash
# OpenROAD 26Q1-2900-gdf79404cd8, Yosys 0.63+post, stock flow scripts
make -C /OpenROAD-flow-scripts/flow DESIGN_CONFIG=/design/flow/config.mk WORK_HOME=/design/flow/orfs finish
==> flow/config.mk <==
export PLATFORM = sky130hd
export DESIGN_NAME = DigitalClockWithStopwatch
export DESIGN_NICKNAME = DigitalClockWithStopwatch
export VERILOG_FILES = /design/flow/design.v
export SDC_FILE = /design/flow/constraint.sdc
export NUM_CORES = 4
export LEC_CHECK = 1
export CORE_UTILIZATION = 40
==> flow/design.v <==
module ClockDivider(
    input logic clk,
    input logic rst,
    output logic clk_out
);
    parameter DIVISOR = 50000000;  
    logic [$clog2(DIVISOR)-1:0] count;
    always_ff @(posedge clk or posedge rst) begin
        if (rst) begin
            count <= 0;
            clk_out <= 0;
        end else if (count == DIVISOR - 1) begin
            count <= 0;
            clk_out <= ~clk_out;
        end else begin
            count <= count + 1;
        end
    end
endmodule
module DigitalClockWithStopwatch(
    input logic clk,
    input logic rst,
    input logic alarm_set,
    input logic [3:0] alarm_hh,
    input logic [3:0] alarm_mm,
    input logic sw_start,
    input logic sw_reset,
    output logic [6:0] seg_hh1,
    output logic [6:0] seg_hh2,
    output logic [6:0] seg_mm1,
    output logic [6:0] seg_mm2,
    output logic [6:0] seg_ss1,
    output logic [6:0] seg_ss2,
    output logic [6:0] seg_sw_mm1,
    output logic [6:0] seg_sw_mm2,
    output logic [6:0] seg_sw_ss1,
    output logic [6:0] seg_sw_ss2,
    output logic alarm_trigger
);
    logic clk_1Hz;
    logic [3:0] hh, mm, ss;
    logic [3:0] sw_mm, sw_ss;
    logic sw_running;
    ClockDivider clk_div (
        .clk(clk),
        .rst(rst),
        .clk_out(clk_1Hz)
    );
    TimeCounters time_cnt (
        .clk(clk_1Hz),
        .rst(rst),
        .alarm_hh(alarm_hh),
        .alarm_mm(alarm_mm),
        .alarm_set(alarm_set),
        .hh(hh),
        .mm(mm),
        .ss(ss),
        .alarm_trigger(alarm_trigger)
    );
    always_ff @(posedge clk_1Hz or posedge rst) begin
        if (rst) begin
            sw_mm <= 0;
            sw_ss <= 0;
            sw_running <= 0;
        end else if (sw_reset) begin
            sw_mm <= 0;
            sw_ss <= 0;
            sw_running <= 0;
        end else if (sw_start) begin
            sw_running <= 1;
        end else if (sw_running) begin
            if (sw_ss == 9) begin
                sw_ss <= 0;
                if (sw_mm == 9) begin
                    sw_mm <= 0;
                end else begin
                    sw_mm <= sw_mm + 1;
                end
            end else begin
                sw_ss <= sw_ss + 1;
            end
        end
    end
    SevenSegmentDisplay disp_hh1 (
        .num(hh / 10),
        .segments(seg_hh1)
    );
    SevenSegmentDisplay disp_hh2 (
        .num(hh % 10),
        .segments(seg_hh2)
    );
    SevenSegmentDisplay disp_mm1 (
        .num(mm / 10),
        .segments(seg_mm1)
    );
    SevenSegmentDisplay disp_mm2 (
        .num(mm % 10),
        .segments(seg_mm2)
    );
    SevenSegmentDisplay disp_ss1 (
        .num(ss / 10),
        .segments(seg_ss1)
    );
    SevenSegmentDisplay disp_ss2 (
        .num(ss % 10),
        .segments(seg_ss2)
    );
    SevenSegmentDisplay disp_sw_mm1 (
        .num(sw_mm / 10),
        .segments(seg_sw_mm1)
    );
    SevenSegmentDisplay disp_sw_mm2 (
        .num(sw_mm % 10),
        .segments(seg_sw_mm2)
    );
    SevenSegmentDisplay disp_sw_ss1 (
        .num(sw_ss / 10),
        .segments(seg_sw_ss1)
    );
    SevenSegmentDisplay disp_sw_ss2 (
        .num(sw_ss % 10),
        .segments(seg_sw_ss2)
    );
endmodule
module SevenSegmentDisplay(
    input logic [3:0] num,
    output logic [6:0] segments
);
    always_comb begin
        case (num)
            4'd0: segments = 7'b1000000;
            4'd1: segments = 7'b1111001;
            4'd2: segments = 7'b0100100;
            4'd3: segments = 7'b0110000;
            4'd4: segments = 7'b0011001;
            4'd5: segments = 7'b0010010;
            4'd6: segments = 7'b0000010;
            4'd7: segments = 7'b1111000;
            4'd8: segments = 7'b0000000;
            4'd9: segments = 7'b0010000;
            default: segments = 7'b1111111;
        endcase
    end
endmodule
module TimeCounters(
    input logic clk,
    input logic rst,
    input logic [3:0] alarm_hh,
    input logic [3:0] alarm_mm,
    input logic alarm_set,
    output logic [3:0] hh,
    output logic [3:0] mm,
    output logic [3:0] ss,
    output logic alarm_trigger
);
    logic [3:0] sec_count = 0;
    logic [3:0] min_count = 0;
    logic [3:0] hour_count = 0;
    always_ff @(posedge clk or posedge rst) begin
        if (rst) begin
            sec_count <= 0;
            min_count <= 0;
            hour_count <= 0;
            alarm_trigger <= 0;
        end else begin
            if (sec_count == 9) begin
                sec_count <= 0;
                if (min_count == 9) begin
                    min_count <= 0;
                    if (hour_count == 9) begin
                        hour_count <= 0;
                    end else begin
                        hour_count <= hour_count + 1;
                    end
                end else begin
                    min_count <= min_count + 1;
                end
            end else begin
                sec_count <= sec_count + 1;
            end
            if (alarm_set && hour_count == alarm_hh && min_count == alarm_mm) begin
                alarm_trigger <= 1;
            end else begin
                alarm_trigger <= 0;
            end
        end
    end
    assign ss = sec_count;
    assign mm = min_count;
    assign hh = hour_count;
endmodule
==> flow/constraint.sdc <==
current_design DigitalClockWithStopwatch

set clk_period 5.3
set clk_io_pct 0.2

create_clock -name clk0 -period $clk_period [get_ports {clk}]

set non_clock_inputs [all_inputs -no_clocks]
set_input_delay [expr $clk_period * $clk_io_pct] -clock clk0 $non_clock_inputs
set_output_delay [expr $clk_period * $clk_io_pct] -clock clk0 [all_outputs]
==> out/metrics.csv <==
stage;metric;value;unit
run_status;status;finished clean;
sta;Worst-Margin Slew;0.643;ns
synthesis;adder share;7.64;%
place;DP Cell Count;586;
synthesis;ys cells;443;
synthesis;Post-Synth AOI/OAI Area;18.8;%
min_path;min-delay worst type;register to register;
detailed_routing;Residual DRC;0;
layout;synthesis-to-finish area growth;15.9;%
cts;CTS Root Cell;clkbuf_8;
cts;PostCTS Resize Cnt;0;
detailed_routing;n_diodes;0;
die;Die Ht;99.0;um
detailed_routing;DR WL/cell;11.8;um
critical_path;Critical Path Max Stage Delay;0.59;ns
critical_path;largest fanout on the critical path;16;
synthesis;sequential area share after synthesis;32.6;%
run;tool warnings;37;
sta;Max Clk Rate;0.511;GHz
synthesis;Syn Area/Cell;8.50;um^2
sta;Slew Viols, Final;0;
detailed_routing;drt initial violations;107;
sta;min Tclk post-route;1.96;ns
die;FP Util;41.0;%
place;area after detailed placement;4320;um^2
sta;TNS Setup;0;ns
layout;most frequent logic cell in the layout;clkdlybuf4s50_1;
global_routing;first-pass GRT wire length;12300;um
run;maximum capacitance violations;0;
power;maximum vdd drop;0.000143;V
cts;htree depth;1;
critical_path;slowest CP cell;nor3_4;
detailed_routing;DRT Wirelength;6960;um
cts;CTS Buffer Depth;2;
global_routing;gr usage total;15.1;%
synthesis;Yosys Chip Area;3770;um^2
synthesis;XOR/XNOR Fraction of Synth Area;7.91;%
power;leakage;1.86;nW
synthesis;count of cell types in the netlist;54;
place;RePlAce Congestion;0.862;
die;total die size;9810;um^2
die;die width;99.0;um
cts;worst skew pair latency;0.27;ns
sta;Final Cycle Share;36.9;%
detailed_routing;Via Count;3041;
detailed_routing;Routed Antenna Nets;0;
synthesis;count of library flops with an enable pin;0;
die;I/O Pins;84;
global_routing;antenna violations before repair;0;
die;total core area;9200;um^2
die;Rows;35;
global_routing;pin count of the biggest net entering global routing;50;
layout;tally of non-filler cells in the final layout;590;
cts;cts bufs inserted;3;
synthesis;Post-synth mux share;1.40;%
layout;layout cell share with drive strength beyond 1;3.76;%
critical_path;crit-path cells;ha_1 -> and3_1 -> nand3_1 -> nor3_4 -> xor2_1;
synthesis;post-synthesis simple-gate area fraction;20.2;%
critical_path;Critical Path Source Type;register;
power;PD cells;78.0;nW/um^2
critical_path;Worst Setup Path Type;register to register;
place;DPL Wire Length;5360;um
synthesis;synth warn;14;
detailed_routing;drt pass-1 iters;4;
place;I/O Buffers;68;
sta;register pins left without a clock;22;
cts;CTS Hold Buffers Added;0;
critical_path;Crit. End Element;register;
synthesis;Post-synth regs;49;
cts;postcts setup bufs;0;
layout;most numerous logic cells after layout;clkdlybuf4s50_1, dfrtp_1, a21oi_1, nand2_1, nor2_1;
cts;CTS tree;built;
sta;Slew headroom;57.0;%
cts;clk slew on worst S/H paths;0.09;ns
critical_path;WP data required;5.43;ns
layout;fin area;4370;um^2
sta;# setup viols final;0;
synthesis;Top logic family;simple AND/OR/NAND/NOR gates;
sta;Max Clock Skew;0.00190;ns
detailed_routing;Vias/cell;5.15;
sta;number of unconstrained endpoints;78;
sta;RSZ-0062 raised after global routing;false;
synthesis;Post-Syn Area;3770;um^2
critical_path;critical path arrival;2.08;ns
synthesis;Cells after Synth;443;
synthesis;Post-synth ARST share;100;%
global_routing;grt total ovfl;0;
sta;hold violation total from the final report;0;
global_routing;vias in the first global route;2739;
synthesis;Post-synth top flop;dfrtp_1;
## cells by family after synthesis
group / after synthesis
AND/OR/NAND/NOR: 138
AND-OR/OR-AND: 114
buffers and inverters: 78
flip-flops: 49
XOR/XNOR: 34
adder cells (fa/ha/maj): 23
multiplexers: 5
other: 2
## sequential cells by signal (all words and copies together), names as in the netlist
| name | count |
|---|---|
| sw_mm | 4 |
| clk_div.count | 26 |
| time_cnt.sec_count | 4 |
| time_cnt.hour_count | 4 |
| time_cnt.min_count | 4 |
| time_cnt.alarm_trigger | 1 |
| sw_running | 1 |
| clk_div.clk_out | 1 |
| sw_ss | 4 |
## final cells by class
| class | instances | area, um^2 |
|---|---|---|
| fillers | 891 | 4830 |
| multi-input cells | 329 | 2160 |
| flip-flops and latches | 49 | 1230 |
| repair buffers | 69 | 688 |
| well taps | 111 | 139 |
| inverters | 28 | 105 |
| clock buffers | 3 | 41.3 |
| clock inverters | 1 | 5.00 |
## cell usage after synthesis, drive strengths merged, types with 4 or more instances
master	number	area share, %
nand2	30	3.0
o21ai	35	4.7
buf	39	7.5
nor3	8	1.4
a21o	9	1.8
a32oi	4	0.93
xor2	12	2.8
and4	6	1.5
nor2	30	3.0
a211oi	4	0.80
o31ai	5	1.0
nor2b	6	1.0
a21oi	34	4.6
nand4	11	2.2
or3	5	0.86
xnor2	22	5.1
and2	7	1.2
a31oi	6	1.0
clkbuf	11	1.1
inv	28	2.8
or4	5	1.0
dfrtp	49	33
ha	23	7.6
nand3	12	1.6
## report_power, final
group | switching [mW] | leakage (nW) | total (mW) | internal [mW]
sequential | 0 | 0.662 | 0.206 | 0.206
combinational | 0.0116 | 1.17 | 0.0220 | 0.0105
clock | 0.0604 | 0.0255 | 0.113 | 0.0526
total | 0.0720 | 1.86 | 0.341 | 0.269
## worst max-delay path: cells and delay by family (launching register included)
kind                     cells  cell delay, ns
flip-flops                   1            0.39
AND/OR/NAND/NOR              3            1.09
adder cells (fa/ha/maj)      1            0.22
XOR/XNOR                     1            0.12
## metrics by stage
step	hold slack, ns	setup slack (ns)	power (mW)	utilization (%)
after floorplan	0.444	3.07	0.227	-
after global placement	0.461	3.28	0.233	47.0
after detailed placement	0.476	3.28	0.233	47.0
after CTS	0.489	3.30	0.348	47.5
after global routing	0.527	3.10	0.357	47.5
final	0.488	3.34	0.341	47.5
## worst paths after layout
kind	slack, ns	depth (start not counted)	to	startpoint
max	3.34	5	clk_div.clk_out	clk_div.count[0]
min	0.49	1	clk_div.count[0]	clk_div.count[0]
max reg2reg	3.34	5	clk_div.clk_out	clk_div.count[0]
min reg2reg	0.49	1	clk_div.count[0]	clk_div.count[0]
max in group asynchronous	3.64	3	clk_div.count[12]	rst
min in group asynchronous	1.25	3	clk_div.count[25]	rst
## routing by layer
layer | vias to the layer above | GRT usage (%) | part of all wire (%)
met5 | - | 0 | 0
met4 | 0 | 0.918 | 0.49
met3 | 2 | 1.08 | 2.0
met2 | 41 | 26.4 | 49
met1 | 1405 | 22.2 | 49
li1 | 1593 | - | -
Power figures rest on the tool's default switching activity, not on a simulated workload.
